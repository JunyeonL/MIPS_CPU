## flow/design.v

```verilog
`timescale 1ns/1ps
module forward_unit (input clk,
                     input [4:0] rsD, rtD, rsE, rtE,
		     input regwriteM, regwriteW,
		     input [4:0] writeregM, writeregW,
		     output reg forwardAD,
		     output reg forwardBD,
		     output reg [1:0] forwardAE,
		     output reg [1:0] forwardBE,
		     input [1:0] alusrcAE);
  always @(posedge clk)
  begin
    if (writeregW != 5'b0 && regwriteM) begin
      if (rsE == writeregM) forwardAE <= #1 2'b10;
      else if (rsE == writeregW) forwardAE <= #1 2'b01;
      else forwardAE <= #1 2'b00;
	   if (rtE == writeregM) forwardBE <= #1 2'b10;
      else if (rtE == writeregW) forwardBE <= #1 2'b01;
      else forwardBE <= #1 2'b00;
	   if (rsD == writeregW) forwardAD <= #1 1'b1;
      else forwardAD <= #1 1'b0;
	   if (rtD == writeregW) forwardBD <= #1 1'b1;
	   else forwardBD <= #1 1'b0;
	 end
	 else begin
	   forwardBD <= #1 1'b0;
		forwardAD <= #1 1'b0;
		forwardBE <= #1 2'b00;
		forwardAE <= #1 2'b00;
	 end
  end
endmodule
module hazard_unit (input clk,
                    input [4:0] rtD, rsE, rtE,
		    input memtoregE, memtoregM, branch,
                    output reg stallF, stallD, flushE);
	always @(posedge clk)
	begin
	  if (memtoregE) begin
	    if ((rtD == rsE) || (rtD == rtE)) begin 
		   stallF <= #1 1'b1;
		   stallD <= #1 1'b1;
		 end
	    else begin 
		   stallF <= #1 1'b0;
		   stallD <= #1 1'b0;
		 end 
	  end
	  else if (branch) begin
		 flushE <= #1 1'b1;
	  end
	  else begin
	  	 stallF <= #1 1'b0;
	    stallD <= #1 1'b0;
		 flushE <= #1 1'b0;
	  end
	end
endmodule
module start_fetch(input clk,
                   input reset, stallF,
		   input [31:0] pcS,
		   output reg [31:0] pcF);
  always @(posedge clk)
  begin
    if(reset) pcF <= #1 32'b0;
    else if (stallF) pcF <= #1 pcF;
    else pcF <= #1 pcS;
  end
endmodule
module fetch_decode(input clk,
                    input reset,
                    input stallD, branch,
		    input [31:0] pcF,
		    input [31:0] instrF,
		    output reg [31:0] pcD,
		    output reg [31:0] instrD);
  always @(posedge clk)
  begin
    if (reset) begin
        instrD <= #1 32'b0;
	pcD <= #1 32'b0;
    end
    else if (stallD) begin
        instrD <= #1 instrD;
	pcD <= #1 pcD;
    end
    else begin
        instrD <= #1 instrF;
	pcD <= #1 pcF;
    end
  end
endmodule
module decode_execute(input clk,
		      input reset, flushE,
		      input [31:0] pcD, output reg [31:0] pcE,
		      input [31:0] immD, output reg [31:0] immE,
		      input [4:0] rsD, output reg [4:0] rsE,
		      input [4:0] rtD, output reg [4:0] rtE,
		      input [4:0] rdD, output reg [4:0] rdE,
		      input [31:0] rd0D, output reg [31:0] rd0E,
		      input [31:0] rd1D, output reg [31:0] rd1E,
		      input regwriteD, output reg regwriteE,
		      input memtoregD, output reg memtoregE,
		      input memwriteD, output reg memwriteE,
		      input branchD, output reg branchE,
		      input [2:0] aluopD, output reg [2:0] aluopE,
		      input [1:0] alusrcBD, output reg [1:0] alusrcBE,
		      input [1:0] alusrcAD, output reg [1:0] alusrcAE,
		      input [1:0] regdstD, output reg [1:0] regdstE,
		      input zeroD, output reg zeroE);
  always @(posedge clk)
  begin
    if (reset || flushE) begin
	   pcE <= 32'b0;
	   immE <= 32'b0;
	   rsE <= 5'b0;
	   rtE <= 5'b0;
	   rdE <= 5'b0;
	   rd0E <= 32'b0;
	   rd1E <= 32'b0;
	   regwriteE <= 1'b0;
	   memtoregE <= 1'b0;
	   memwriteE <= 1'b0;
	   branchE <= 1'b0;
	   aluopE <= 2'b0;
	   alusrcBE <= 2'b0;
	   alusrcAE <= 2'b0;
	   regdstE <= 2'b0;
	   zeroE <= 1'b0;
	 end
	 else begin
      	   pcE <= pcD;
	   immE <= immD;
	   rsE <= rsD;
	   rtE <= rtD;
	   rdE <= rdD;
	   rd0E <= rd0D;
	   rd1E <= rd1D;
	   regwriteE <= regwriteD;
	   memtoregE <= memtoregD;
	   memwriteE <= memwriteD;
	   branchE <= branchD;
	   aluopE <= aluopD;
	   alusrcBE <= alusrcBD;
	   alusrcAE <= alusrcAD;
	   regdstE <= regdstD;
	   zeroE <= zeroD;
	 end
  end
endmodule
module execute_memory(input clk,
		      input reset,
		      input [4:0] writeregE, output reg [4:0] writeregM,
		      input [31:0] writedataE, output reg [31:0] writedataM,
		      input [31:0] aluoutE, output reg [31:0] aluoutM,
		      input memwriteE, output reg memwriteM,
		      input memtoregE, output reg memtoregM,
		      input regwriteE, output reg regwriteM);
  always @(posedge clk)
  begin
    if (reset) begin
      writeregM <= 5'b0;
      writedataM <= 32'b0;
      aluoutM <= 32'b0;
      memwriteM <= 1'b0;
      memtoregM <= 1'b0;
      regwriteM <= 1'b0;
    end
    else begin
      writeregM <= writeregE;
      writedataM <= writedataE;
      aluoutM <= aluoutE;
      memwriteM <= memwriteE;
      memtoregM <= memtoregE;
      regwriteM <= regwriteE;
    end
  end
endmodule
module memory_wb(input clk,
		 input reset,
		 input regwriteM, output reg regwriteW,
		 input memtoregM, output reg memtoregW,
		 input [31:0] readdataM, output reg [31:0] readdataW,
		 input [31:0] aluoutM, output reg [31:0] aluoutW,
		 input [4:0] writeregM, output reg [4:0] writeregW);
  always @(posedge clk)
  begin
    if (reset) begin
      regwriteW <= 1'b0;
      memtoregW <= 1'b0;
      readdataW <= 32'b0;
      aluoutW <= 32'b0;
      writeregW <= 5'b0;
    end
    else begin
      regwriteW <= regwriteM;
      memtoregW <= memtoregM;
      readdataW <= readdataM;
      aluoutW <= aluoutM;
      writeregW <= writeregM;
    end
  end
endmodule
module regfile(input         clk, 
               input         we, 
               input  [4:0]  ra1, ra2, wa, 
               input  [31:0] wd, 
               output [31:0] rd1, rd2);
  reg [31:0] rf[31:0];
  always @(posedge clk)
    if (we) rf[wa] <= #1 wd;	
  assign #1 rd1 = (ra1 != 0) ? rf[ra1] : 0;
  assign #1 rd2 = (ra2 != 0) ? rf[ra2] : 0;
endmodule
module alu(input [31:0] a, b,
           input [2:0] alucont,
	   output reg [31:0] result);
  wire [31:0] b2;
  wire sltu;
  wire [32:0] sum;
  assign b2 = alucont[2] ? ~b : b;
  assign sum[32:0] = a + b2 + alucont[2];
  assign sltu = ~sum[32];
  always@(*)
    case(alucont[1:0])
      2'b00: result <= a & b;
      2'b01: result <= a | b;
      2'b10: result <= sum;
      2'b11: result <= {31'b0, sltu};
	endcase
endmodule
module adder(input [31:0] a, b,
             output [31:0] y);
  assign #1 y = a + b;
endmodule
module sl2(input  [31:0] a,
           output [31:0] y);
  assign #1 y = {a[29:0], 2'b00};
endmodule
module sign_zero_ext(input      [15:0] a,
                     input             signext,
                     output reg [31:0] y);
   always @(*)
	begin
	   if (signext)  y <= {{16{a[15]}}, a[15:0]};
	   else          y <= {16'b0, a[15:0]};
	end
endmodule
module sign_ext(input [15:0] a,
                output [31:0] y);
	assign #1 y = {{16{a[15]}}, a[15:0]};
endmodule
module shift_left_16(input      [31:0] a,
		     input         shiftl16,
                     output reg [31:0] y);
   always @(*)
	begin
	   if (shiftl16) y = {a[15:0],16'b0};
	   else          y = a[31:0];
	end
endmodule
module flopr #(parameter WIDTH = 8)
              (input                  clk, reset,
               input      [WIDTH-1:0] d, 
               output reg [WIDTH-1:0] q);
  always @(posedge clk, posedge reset)
    if (reset) q <= #1 0;
    else       q <= #1 d;
endmodule
module flopenr #(parameter WIDTH = 8)
                (input                  clk, reset,
                 input                  en,
                 input      [WIDTH-1:0] d, 
                 output reg [WIDTH-1:0] q);
  always @(posedge clk, posedge reset)
    if      (reset) q <= #1 0;
    else if (en)    q <= #1 d;
endmodule
module mux2 #(parameter WIDTH = 8)
             (input  [WIDTH-1:0] d0, d1, 
              input              s, 
              output [WIDTH-1:0] y);
  assign #1 y = s ? d1 : d0; 
endmodule
module mux3 #(parameter WIDTH = 8)
              (input [WIDTH-1:0] d0, d1, d2,
	       input [1:0] s,
	       output reg [WIDTH-1:0] y);
  always @(*)
    case (s)
      2'b00: #1 y <= d0;
      2'b01: #1 y <= d1;
      2'b10: #1 y <= d2;
    endcase  
endmodule
module mux4 #(parameter WIDTH = 8)
              (input [WIDTH-1:0] d0, d1, d2, d3,
	       input [1:0] s,
	       output reg [WIDTH-1:0] y);
  always @(*)
    case (s)
      2'b00: #1 y <= d0;
      2'b01: #1 y <= d1;
      2'b10: #1 y <= d2;
      2'b11: #1 y <= d3;
    endcase
endmodule
```

## flow/run.sh

```bash
#!/bin/bash
# OpenROAD 26Q1-2900-gdf79404cd8, Yosys 0.63+post, stock flow scripts
make -C /OpenROAD-flow-scripts/flow DESIGN_CONFIG=/design/flow/config.mk WORK_HOME=/design/flow/orfs finish
```

## flow/config.mk

```make
export PLATFORM = sky130hd
export DESIGN_NAME = flopenr
export DESIGN_NICKNAME = flopenr
export VERILOG_FILES = /design/flow/design.v
export SDC_FILE = /design/flow/constraint.sdc
export NUM_CORES = 4
export LEC_CHECK = 1
export CORE_AREA = 10 10 70 70
export DIE_AREA = 0 0 80 80
```

## flow/constraint.sdc

```tcl
current_design flopenr

set clk_period 1.5
set clk_io_pct 0.2

create_clock -name clk0 -period $clk_period [get_ports {clk}]

set non_clock_inputs [all_inputs -no_clocks]
set_input_delay [expr $clk_period * $clk_io_pct] -clock clk0 $non_clock_inputs
set_output_delay [expr $clk_period * $clk_io_pct] -clock clk0 [all_outputs]
```

==> results.ini <==
[critical_path]
cpPeakStageDelay_ns=0.49
crit_start=q[3]
required_ns=1.20
endpoint_kind=output pin
critPathMaxFanout=2
cp_num_buf_inv=1
reg2reg_from=q[7]
crit_type=reg2out
worstPathArrival_ns=1.07
critPathLaunchType=register
crit_family=buffers and inverters
worstPathCellList=clkdlybuf4s50_1
slowest_stage=clkdlybuf4s50_1

[timing]
worst_clock_skew_ns=0
rsz0062_at_grt=no
period_needed_ns=1.37
tns_ns=0
period_used_pct=91.6
slew_viol_final=0
setup_viol=0
layout_setup_ws_ns=0.126
hold_violations=0
slew-limit-headroom_pct=80.2
fmax_ghz=0.728
worst_pin_slew_ns=0.296

[yosys]
synth-area-yosys_um2=335
yosys-stat-cells=18
ys_types=4
top_area_share_pct=59.7
post-synth-top-area-cell=dfrtp_1
syn_inst=18
ys_warn_count=1
ys_seq_share_pct=59.7
avgSynthCellArea_um2=18.6
area_leaders=dfrtp_1 60%, mux2_4 36%, buf_6 3.4%, inv_1 1.1%
synth_area_um2=335
ys.flops=8

[detailed_routing]
dr.pass1.iters=2
totalWireLength_um=868
drc=0
initialDrtViolationCount=8
ant_nets=0
via_per_inst=2.51
wl_per_cell_um=10.2
antennaDiodeCount=0
dr_total_vias=213

[layout]
logic_area_um2=120
reg.largest.list=q: 8 flops
fillers=384
stdcell_count=85
ff_latch_area_um2=200
drive_gt1_share_pct=30.8
largest_reg_flops=8
syn2layout_area_growth_pct=80.2
top_register=q

[clock_network]
post-cts-setup-buffers=0
cts_sinks=8
clk_latency_ns=0.24
cts_buffers=3
clkTransAtPathRegs_ns=0.05
cts.htree.levels=1
cts_buffer_depth=2
hold_buffers=0
cts_root_buf=clkbuf_4
cts_resized=0
cts_tree=built

[floorplanning]
die_h_um=80
core_um2=3420
ios=19
std_cell_rows=21
initial_utilization_pct=9.82
chip_area_um2=6400
die_w_um=80

[run]
maxCapViolCount=0
tool_warnings=25

[place]
pre_cts_ws_ns=0.126
portBuffers=18
place_congestion=0.708
place_inst=82

[grt]
globalRouteOverflowTotal=0
grt_pass1_wl_um=1330
grt_usage_pct=2.65
antenna_found_initial=0
grt_max_degree=9
first_global_vias=248

[pwr]
peakVddDrop_mv=0.130
leakage_nw=0.258
p_per_area_nw_per_um2=859
power_mw=0.519

[outcome]
outcome=finished, final reports clean

[min_path]
worstHoldPathType=in2async

-- cell usage in the layout (no fill, tap or decap) --
cell	instances
mux2_4	8
clkbuf_4	3
clkdlybuf4s50_1	18
dfrtp_1	8
inv_1	1
buf_12	1
-- Yosys cell counts --
cell type / number
dfrtp_1: 8
mux2_4: 8
buf_6: 1
inv_1: 1
-- through the flow --
stage                     utilization [%]  hold WS (ns)  cell area [um^2]
after detailed placement             17.0         0.500               582
after CTS                            17.7         0.303               604
after global routing                 17.7         0.348               604
after floorplan                         -         0.116               335
after global placement               17.0         0.503               582
final                                17.7         0.304               604
-- routing by layer --
metal	vias to the layer above	GRT usage, %	routed length (um)
li1	105	-	-
met1	97	3.10	358
met2	9	4.41	422
met3	2	0.568	46
met4	0	1.41	41
met5	-	0	0
-- final cells by class --
cell class / count / area share [%]
tap: 46 / 9.52
timing repair buffer: 19 / 33.1
inverter: 1 / 0.621
multi-input combinational: 8 / 19.9
sequential: 8 / 33.1
clock buffer: 3 / 3.73
-- logic make-up after synthesis --
kind of cell / Yosys count / share of synthesized area (%)
flops: 8 / 59.7
buf+inv: 2 / 4.48
mux: 8 / 35.8
-- path summary, 6_finish.rpt --
check | cells after the start | end | slack [ns]
setup / recovery | 1 | q[3] | 0.13
min in group clk0 | 1 | q[0] | 0.51
setup reg to reg | 1 | q[7] | 0.73
hold / removal | 2 | q[4] | 0.30
max in group asynchronous | 2 | q[6] | 0.97
hold reg to reg | 1 | q[0] | 0.51
-- power by group --
group          internal [mW]  switching (mW)  total (mW)
combinational         0.0938          0.0218       0.116
clock                 0.0908          0.0621       0.153
sequential             0.238          0.0128       0.251
Power figures rest on the tool's default switching activity, not on a simulated workload.
